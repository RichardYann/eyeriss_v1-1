==> design/flow/design.v <==
`timescale 1ns / 1ps
module FIFOsync_ram
  #(
    parameter INWIDTH = 17, 
              DEPTH = 325
  )
  (
    input                CLK  ,
    input                RESET,
    input                EN   ,
    input  [INWIDTH-1:0] DI   ,
    input                WRITE,
    output [INWIDTH-1:0] DO   ,
    input                READ ,
    output               FULL ,
    output               EMPTY,
    output               LAST  
  );
  localparam CNT_WIDTH = $clog2(DEPTH+1);
  localparam MAX_COUNT = DEPTH-1;
  localparam PTR_WIDTH = $clog2(DEPTH);
  wire [INWIDTH-1:0]   do_head, do_tail;
  wire                 fiforam_we;
  reg                  fifo_empty_n;
  reg                  fifo_last;
  reg                  get_read_through_dout;
  reg  [CNT_WIDTH-1:0] count, next_count;
  reg  [PTR_WIDTH-1:0] head, tail, next_head;  
  integer i;
  assign fiforam_we = (!RESET && WRITE && !FULL && EN);
  always @(posedge CLK) begin : update_tail
    if (RESET)
      tail <= 0;
    else if (EN && WRITE && !FULL)
      if (tail != MAX_COUNT)
        tail <= tail + 1;
      else
        tail <= 0;
  end
  always @(posedge CLK) begin : read_from_head
    if (RESET)
      head <= 0;
    else if (EN)
      head <= next_head;
  end
  always @* begin
    next_head = head;
    if (READ && (fifo_empty_n == 1'b1)) begin
      if (head != MAX_COUNT)
        next_head = head + 1;
      else
        next_head = 0;
    end
  end
  always @(posedge CLK) begin
    if (RESET)
      count <= 0;
    else if (EN) begin
      count <= next_count;
    end
  end
  always @(count or READ or WRITE) begin
    next_count = count;
    case ({READ, WRITE}) 
      2'b00 : next_count = count;
      2'b01 :
        if (count != DEPTH)
          next_count = count + 1;
      2'b10 :
        if (count != 0)
          next_count = count - 1;
      2'b11 :
        if (count == DEPTH)  
          next_count = count - 1;
        else if (count == 0)  
          next_count = count + 1;
        else  
          next_count = count;
    endcase
  end
  always @(posedge CLK) begin : status_flags
    if (RESET) begin
      get_read_through_dout <= 0;
      fifo_empty_n <= 0;
    end
    else if (EN) begin
      get_read_through_dout <= (fiforam_we && (next_head == tail));
      fifo_empty_n <= !(next_count == 0);
    end
  end
  always @(*) begin
    fifo_last = (count != 0) && (next_count == 0);
  end
  assign DO = get_read_through_dout ? (do_tail) : (do_head);
  assign FULL = (count == DEPTH);
  assign EMPTY = (fifo_empty_n == 1'b0);
  assign LAST = fifo_last;
  RAM2P_WF_RO #(.DATA_WIDTH(INWIDTH), .ADDR_WIDTH(PTR_WIDTH)) U_fiforam (
    .CLK(CLK), .EN(EN), .RESET(RESET),
    .ADDR1(tail), .WE(fiforam_we),  
    .ADDR2(next_head),  
    .DI(DI),
    .DO1(do_tail),
    .DO2(do_head)
  );
endmodule
module FIFOsync 
  #(
    parameter INWIDTH = 17, 
              DEPTH = 325
  )
  (
    input  CLK,
    input  RESET,
    input  EN,
    input  [INWIDTH-1:0] DI,
    input                WRITE,
    output [INWIDTH-1:0] DO,
    input                READ,
    output               FULL,
    output               EMPTY
  );
  localparam CNT_WIDTH = $clog2(DEPTH+1);
  localparam MAX_COUNT = DEPTH-1;
  localparam PTR_WIDTH = $clog2(MAX_COUNT+1);
  reg  [INWIDTH-1:0]   data [0:MAX_COUNT];
  reg  [INWIDTH-1:0]   dout;
  reg                  fifo_full, fifo_empty;
  reg  [CNT_WIDTH-1:0] count, next_count;
  reg  [PTR_WIDTH-1:0] head, tail, next_head;  
  integer i;
  always @(posedge CLK) begin : output_register
    if (RESET) begin
      dout <= 0;
    end
    else if (EN) begin
      if ((!RESET && WRITE && !FULL) && (next_head == tail))  
        dout <= DI;
      else 
        dout <= data[next_head];
    end
  end
  always @(posedge CLK) begin : write_to_tail
    if (!RESET && WRITE && !FULL && EN)
      data[tail] <= DI;
  end
  initial begin
    for (i = 0; i < DEPTH; i = i + 1) begin
      data[i] <= 0;  
    end
  end
  always @(posedge CLK) begin : update_tail
    if (RESET)
      tail <= 0;
    else if (EN && WRITE && !FULL)
      if (tail != MAX_COUNT)
        tail <= tail + 1;
      else
        tail <= 0;
  end
  always @(posedge CLK) begin : read_from_head
    if (RESET)
      head <= 0;
    else if (EN)
      head <= next_head;
  end
  always @* begin
    next_head = head;
    if (READ && !fifo_empty) begin
      if (head != MAX_COUNT)
        next_head = head + 1;
      else
        next_head = 0;
    end
  end
  always @(posedge CLK) begin
    if (RESET)
      count <= 0;
    else if (EN) begin
      count <= next_count;
    end
  end
  always @(count or READ or WRITE) begin
    next_count = count;
    case ({READ, WRITE}) 
      2'b00 : next_count = count;
      2'b01 :
        if (count != DEPTH)
          next_count = count + 1;
      2'b10 :
        if (count != 0)
          next_count = count - 1;
      2'b11 :
        if (count == DEPTH)  
          next_count = count - 1;
        else if (count == 0)  
          next_count = count + 1;
        else  
          next_count = count;
    endcase
  end
  always @(posedge CLK) begin : status_flags
    if (RESET) begin
      fifo_empty <= 1;
      fifo_full <= 0;
    end
    else if (EN) begin
      fifo_empty <= (next_count == 0);  
      fifo_full <= (next_count == DEPTH);
    end
  end
  assign DO = dout;
  assign FULL = fifo_full;
  assign EMPTY = fifo_empty;
endmodule
module FIFOpi 
  #(
    parameter INWIDTH = 16,
              INDEPTH = 9,  
              DEPTH = INDEPTH * 2 + 1
  ) (
    input CLK,
    input RESET,
    input EN,
    input [INWIDTH*INDEPTH-1:0] DI,
    input                       WRITE,
    output                      WRITING,  
    output [INWIDTH-1:0]        DO,
    input                       READ,
    output                      EMPTY,
    output                      FULL
  );
  reg  [INWIDTH-1:0] ishreg [0:INDEPTH-1];
  wire [INWIDTH-1:0] fifo_di;
  reg  [INDEPTH-1:0] iflag;
  reg  [$clog2(INDEPTH+1)-1:0] sr_addr;
  genvar i;
  wire fifo_write;
  generate
    for (i = 0; i < INDEPTH; i = i + 1) begin : shift_reg
      always @(posedge CLK) begin
        if (RESET == 1'b1) begin
          ishreg[i] <= {INWIDTH{1'b0}};
        end
        else if (EN) begin
          if (WRITE) begin
            ishreg[i] <= DI[INWIDTH*(i+1)-1:INWIDTH*i];
          end
        end
      end
    end
  endgenerate
  generate
    for (i = 0; i < INDEPTH; i = i + 1) begin : flags
      always @(posedge CLK) begin
        if (RESET == 1'b1) begin
          iflag[i] <= 1'b0;
        end
        else if (EN) begin
          if (WRITE)
            iflag[i] <= 1'b1;
          else if (sr_addr == i && !FULL) 
            iflag[i] <= 1'b0;
        end
      end
    end
  endgenerate
  always @(posedge CLK) begin
    if (RESET == 1'b1) begin
      sr_addr <= 0;
    end
    else if (EN) begin
      if (WRITE)
        sr_addr <= 0;
      else if (WRITING && !FULL)
        if (sr_addr < (INDEPTH-1)) sr_addr <= sr_addr + 1;
        else sr_addr <= 0;
    end
  end
  assign fifo_di = ishreg[sr_addr];
  assign fifo_write = iflag[sr_addr];
  FIFOsync_ram #(.INWIDTH(INWIDTH), .DEPTH(DEPTH)) U_fifo (
    .CLK(CLK), .RESET(RESET), .EN(EN),
    .DI(fifo_di),
    .WRITE(fifo_write),
    .DO(DO),
    .READ(READ),
    .EMPTY(EMPTY),
    .FULL(FULL)
  );
  assign WRITING = |iflag;
endmodule
==> design/flow/run.sh <==
#!/bin/bash
# OpenROAD 26Q1-2900-gdf79404cd8, Yosys 0.63+post, stock flow scripts
make -C /OpenROAD-flow-scripts/flow DESIGN_CONFIG=/design/flow/config.mk WORK_HOME=/design/flow/orfs finish
==> design/flow/config.mk <==
export PLATFORM = sky130hd
export DESIGN_NAME = FIFOsync
export DESIGN_NICKNAME = FIFOsync
export VERILOG_FILES = /design/flow/design.v
export SDC_FILE = /design/flow/constraint.sdc
export NUM_CORES = 4
export LEC_CHECK = 1
export CORE_UTILIZATION = 50
export SYNTH_MEMORY_MAX_BITS = 65536
==> design/flow/constraint.sdc <==
current_design FIFOsync

set clk_period 442.7
set clk_io_pct 0.2

create_clock -name clk0 -period $clk_period [get_ports {CLK}]

set non_clock_inputs [all_inputs -no_clocks]
set_input_delay [expr $clk_period * $clk_io_pct] -clock clk0 $non_clock_inputs
set_output_delay [expr $clk_period * $clk_io_pct] -clock clk0 [all_outputs]
==> Slide: Implementation Results <==
Flow Results at a Glance

Job
  – Tool warning count: 41
  – Max cap viols: 1

CTS
  – Clock Path Buffers: 4
  – CTS resizes: 0
  – Clk sinks: 5571
  – Worst-Skew Late Latency: 1.09 ns
  – Post-CTS Setup Inserts: 0
  – Num CTS Buffers: 576
  – H-tree depth: 6
  – Clk root buf: clkbuf_16
  – CTS tree: done
  – Reg clk slew, reported paths: 0.06 ns
  – Hold buffer count at CTS: 0

Logic synthesis
  – Synth top area share: 75.38%
  – Synth Seq Share: 75.80%
  – Synthesized instance count: 14090
  – Ys flops: 5571
  – Leading area contributor after synthesis: edfxtp_1
  – Async SR Flop Fraction: 0%
  – Ys cells: 14090
  – Most common reg cell: edfxtp_1
  – Chip area in the Yosys report: 0.2201 mm2
  – Post-synth EDFFs: 5525
  – Unique masters post-synth: 97
  – Syn avg cell area: 15.62 um2
  – Syn Std Cell Area: 0.2201 mm2
  – Largest cells by area: edfxtp_1 (75%), nand2_1 (4.4%), mux2i_1 (3.6%), mux4_2 (3.5%), a21oi_1 (1.8%)
  – Yosys Warn Count: 1

Power and ir drop
  – Switch share: 23.49%
  – Worst vdd ir: 0.000004102 V
  – Switching Power: 266.8 uW
  – Clk network pwr share: 40.9%
  – Internal power: 868.9 uW
  – Leak: 0.08384 uW
  – PD cells: 4.575 mW/mm2
  – Comb pwr share: 7.9%
  – Register share of total power: 51.2%

Global routing
  – Gr usage total: 35.86%
  – Antenna violations before repair: 48
  – Largest net degree at the start of global routing: 102
  – Total gr overflow: 0
  – Number of global-route vias before repair: 138900
  – Global-route wire length before repair: 999500 um

Final timing
  – Slew margin rel.: -7.392%
  – Highest clock rate: 10.41 MHz
  – Tmin final: 96.10 ns
  – Setup TNS: 0 ns
  – RSZ-0062 raised after global routing: no
  – Worst slew pin tran: 1.603 ns
  – Final Setup Violations: 0
  – Fin crit share: 21.71%
  – Slew Viols, Final: 2
  – Final hold violation count: 0
  – Final Skew: 0.05947 ns

Place
  – IO buf count: 40
  – HPWL Detailed: 414000 um
  – Final weighted congestion of routability-driven global placement: 0.9586

Final layout
  – Synthesis-to-layout area growth: 12.79%
  – FILL cells: 32110
  – Comb. cell area: 0.04889 mm2
  – Most frequent cells in the layout: edfxtp_1 (5525), nand2_1 (2558), buf_4 (812)
  – Layout cells sized above 1: 15.06%
  – Register area: 0.1668 mm2
  – Dominant logic cell type in the layout: edfxtp_1
  – Finished Core Util: 56.66%

Critical path
  – Critical Path Start Type: input port
  – Critical Path RT: 443.63 ns
  – Crit-path cells: clkdlybuf4s50_1 -> buf_4 -> nor2b_1 -> buf_4 -> mux2_8 -> buf_4 -> nand2_4 -> buf_4 -> buf_4 -> buf_4 -> a21oi_1 -> a2111oi_0 -> o32ai_1 -> o22ai_1 -> a21oi_1 -> o2111ai_1 -> a211oi_1
  – Slowest cell on crit path: o2111ai_1
  – Crit end category: flip-flop
  – R2R setup slack: 434.02 ns
  – Most used cell, CP: buf_4
  – Worst-path maximum fanout: 45
  – CP Class: input port to flip-flop
  – Critical Path End: dout[12]
  – CP Data Arrival Time: 97.03 ns
  – Worst reg2reg path startpoint: head[0]
  – Worst setup path startpoint: READ
  – R2r worst-path depth: 15
  – CP peak stage delay: 1.09 ns
  – Critical R2R Capture: dout[12]

Die
  – Floorplan utilization: 50.24%
  – I/O pin count: 41
  – CORE AREA: 0.4381 mm2
  – Die width: 665.5 um
  – Die height: 665.5 um
  – # rows: 243
  – Die area: 0.4428 mm2

Run status
  – Failing checks: capacitance limit, slew limit
  – Run status: finished with violations

Drt
  – Drt drc: 0
  – Mean number of vias per cell: 6.257
  – Initial drt markers: 9802
  – WL/cell: 33.75 um
  – Via count: 131200
  – Antenna-violating nets left: 0
  – Overall routed net length: 707800 um
  – DR pass1 iterations: 11

Worst hold path
  – HP Class: flip-flop to flip-flop
## power groups by stage
stage | clock (uW) | combinational [uW] | sequential [uW]
CTS | 469 | 88.3 | 581
finish | 465 | 89.4 | 582
global route | 489 | 95.1 | 581
## worst min-delay path by stage
stage	cells past startpoint	startpoint	endpoint	slack, ns
CTS	2	count[6]	count[6]	0.58
global route	2	count[6]	count[6]	0.62
finish	2	count[6]	count[6]	0.58
## synthesized netlist by cell type, types with 211 or more instances
cell / count
edfxtp_1: 5525
nand2_1: 2578
a21oi_1: 791
mux2i_1: 782
nand3_1: 585
nor2_1: 467
clkbuf_1: 346
mux4_2: 341
buf_2: 293
o21ai_0: 261
o221ai_1: 246
a31oi_1: 211
## metal layers
layer / global-route usage (%) / routed length [um] / share of wire [%]
met1: 41.64 / 211700 / 30
met2: 48.12 / 311400 / 44
met3: 30.72 / 141600 / 20
met4: 15.11 / 39610 / 5.6
met5: 6.522 / 3476 / 0.49
## stage by stage
stage          hold WS (ns)  worst slack (ns)  area [um2]  instances  total power [uW]
2_1_floorplan        0.4640            350.56      220100      14090             643.6
3_3_place_gp         0.5652            344.81      230000      19890             679.4
3_5_place_dp         0.5633            346.10      230100      19890             680.5
4_1_cts              0.5750            347.19      248100      20930              1139
5_1_grt              0.6180            346.50      248200      20940              1165
6_report             0.5812            346.60      248200      20970              1136
## state kept, by name, summed over array words and instances (netlist names)
name and count:
data 5525, fifo_empty 1, tail 9, count 9
head 9, dout 17, fifo_full 1
## critical path, delay by kind of cell
family	cells	cell delay, ns
AND-OR/OR-AND	7	3.59
buffers and inverters	7	3.19
multiplexers	1	0.59
AND/OR/NAND/NOR	2	0.85
## final cells by class
cell class,instances,share of cell area [%]
flip-flops and latches,5571,67.21
multi-input cells,7550,19.69
clock buffers,726,6.178
well taps,5880,2.964
repair buffers,873,2.806
clock inverters,307,1.079
diodes,42,0.04234
inverters,19,0.02873
## cell families after synthesis
family | count (synthesis) | synth area share (%)
flops | 5571 | 75.80
buf+inv | 968 | 2.429
xor+xnor | 24 | 0.1075
compound gates | 2203 | 6.464
simple gates | 4181 | 8.029
mux | 1132 | 7.114
fa+ha+maj | 10 | 0.05685
Power and IR drop assume default switching activity.
